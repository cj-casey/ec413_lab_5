--- ./config.mk ---
export PLATFORM = sky130hd
export DESIGN_NAME = adder_verify
export DESIGN_NICKNAME = adder_verify
export VERILOG_FILES = /design/flow/design.v
export SDC_FILE = /design/flow/constraint.sdc
export NUM_CORES = 4
export LEC_CHECK = 1
export CORE_AREA = 10 10 89 89
export DIE_AREA = 0 0 99 99
--- ./constraint.sdc ---
current_design adder_verify

set clk_period 18.8
set clk_io_pct 0.2

create_clock -name clk0 -period $clk_period

set non_clock_inputs [all_inputs -no_clocks]
set_input_delay [expr $clk_period * $clk_io_pct] -clock clk0 $non_clock_inputs
set_output_delay [expr $clk_period * $clk_io_pct] -clock clk0 [all_outputs]
--- ./design.v ---
`timescale 1ns / 1ps
module adder_verify#(parameter SIZE = 32) (
    input [SIZE-1:0] A,
    input [SIZE-1:0] B,
    input cin,
    output [SIZE-1:0] SUM,
    output cout
    );
   assign {cout,SUM} = A + B + cin;
endmodule
--- ./run.sh ---
#!/bin/bash
# OpenROAD 26Q1-2900-gdf79404cd8, Yosys 0.63+post, stock flow scripts
make -C /OpenROAD-flow-scripts/flow DESIGN_CONFIG=/design/flow/config.mk WORK_HOME=/design/flow/orfs finish
==> results.toml <==
# generated from flow reports
[critical_path]
cpPeakStageDelay_ps = 520
crit_path_top_delay_cell = "clkdlybuf4s50_1"
cp.arrival_ps = 7040
cp_cell_sequence = "clkdlybuf4s50_1 -> fa_1 -> fa_1 -> a21oi_1 -> o32ai_1 -> o211ai_2 -> a21o_1 -> o21ai_2 -> a21o_1 -> a311oi_1 -> clkdlybuf4s50_1"
critPathKind = "in2out"
crit_required_ps = 15040
path_max_fanout = 4
cp-end-kind = "output port"
critPathLaunchType = "primary input"

[floorplan]
core-area_um2 = 5990
die_area_um2 = 9800
die_y_um = 99
floorplan.core_util = 0.310
io_pins = 98
row_count = 28
die_w_um = 99

[logic_synthesis]
postSynthCellCount = 259
syn_area_um2 = 1850
ys_types = 52
ys_area_um2 = 1850
syn_avg_cell_area_um2 = 7.16
ys_cells = 259
yosys_warnings = 0
yosysSeqAreaShare = 0

[drt]
num_vias = 2192
n_antenna_cell = 0
vias_per_cell = 5.13
drt_iter0_drc = 56
drc = 0
wl_per_cell_um = 14.3
routed_wl_mm = 6.12
drtAntennaViolNets = 0
first_pass_iters = 4

[run_status]
run_status = "finished, final reports clean"

[power]
vdd_drop_max_uv = 15.5
power_density_nw_per_um2 = 36.9
p_leak_nw = 1.21

[run]
drv_cap = 0
warning_count = 32

[final_layout]
stdcell_area_um2 = 2880
ff_count = 0
fillCellCount = 598
regArea_um2 = 0
n_clock_buffer = 0
syn_to_final_growth_pct = 55.5
drive_above_1_share = 0.0313

[worst_hold_path]
worstHoldStart = "cin"
min_to = "SUM[0]"
hold_depth = 3
hold_path_class = "in2out"

[clocking]
cts_setup_buffers = 0
ctsHoldBuffers = 0
cts_resized = 0

[place]
gp_congestion = 0.864
dp_hpwl_mm = 5.56
port_buffers = 98
placed_cell_area_um2 = 2880

[sta]
fmax_ghz = 0.0926
grt_setup_unrepaired = "no"
finalSetupViolCount = 0
period_needed_ps = 10800
drv_slew = 0
finalHoldViolations = 0
setup_tns_ps = 0
tightest_slew_ps = 860
timing.final.crit_share = 0.575
relSlewSlack = 0.419

[global_routing]
grt_pass1_wl_mm = 10.2
grt_remaining_overflow = 0
grt_max_degree = 13
antenna_found_initial = 0
grt_use_total = 0.119
grt_pass1_vias = 2189
[critical path, delay by kind of cell]
kind	cells	cell delay, ps
buffers and inverters	2	950
AND-OR/OR-AND	7	1430
adder cells (fa/ha/maj)	2	910
[cells in the final DEF (no fill, tap or decap), types with 3 or more instances in the layout]
cell and instances:
ha_1 31, nand3_1 5, a21o_1 12, o21ai_0 12, o31ai_1 3, inv_1 6
xor2_1 15, nor3_1 7, o211ai_1 4, and3_1 4, nor2_1 20, nand4_1 8
xnor2_1 10, o21bai_1 5, or3_1 4, o21ai_1 8, a21oi_1 34, clkdlybuf4s50_1 98
o21a_1 4, nand2_1 23, a211o_1 3, a211oi_1 6
[worst max path at each step]
stage,startpoint,to,slack [ps],cells past startpoint
after CTS,A[0],SUM[28],7970,11
after global routing,A[0],SUM[28],7690,11
final,A[0],SUM[28],8000,11
[layer usage]
| metal | track usage | vias to the layer above | part of all wire |
|---|---|---|---|
| li1 | - | 1169 | - |
| met1 | 0.165 | 957 | 0.47 |
| met2 | 0.199 | 66 | 0.47 |
| met3 | 0.0197 | 0 | 0.062 |
| met4 | 0 | 0 | 0 |
| met5 | 0 | - | 0 |
[cells by family (layout without fill, tap and decap cells)]
| kind of cell | Yosys count | in the layout | share of synthesized area |
|---|---|---|---|
| buffers and inverters | 12 | 105 | 0.0385 |
| XOR/XNOR | 25 | 25 | 0.118 |
| AND-OR/OR-AND | 105 | 105 | 0.379 |
| multiplexers | 1 | 1 | 0.00540 |
| AND/OR/NAND/NOR | 83 | 83 | 0.229 |
| adder cells (fa/ha/maj) | 33 | 33 | 0.231 |
[metrics by stage]
stage	hold WS (ps)	cells	power (mW)	setup slack [ps]	utilization
2_1_floorplan	7620	259	0.0525	9150	-
3_3_place_gp	8600	427	0.109	8040	0.481
3_5_place_dp	8610	427	0.108	7970	0.481
4_1_cts	8610	427	0.109	7970	0.481
5_1_grt	8640	427	0.119	7690	0.481
6_report	8600	427	0.107	8000	0.481
[synthesized netlist by cell type (2+ instances only)]
cell type | instances | area [um^2]
or3_1 | 4 | 25.0
o211ai_1 | 4 | 30.0
buf_6 | 3 | 33.8
o21ai_1 | 8 | 40.0
a211oi_1 | 6 | 45.0
xor2_1 | 15 | 131
o21ai_0 | 12 | 60.1
a21boi_1 | 2 | 15.0
a21o_1 | 12 | 90.1
ha_1 | 31 | 388
and3_1 | 4 | 25.0
a21oi_1 | 34 | 170
fa_1 | 2 | 40.0
o21a_1 | 4 | 30.0
nand4_1 | 8 | 50.1
xnor2_1 | 10 | 87.6
nand2_1 | 23 | 86.3
nand3_1 | 5 | 25.0
inv_1 | 6 | 22.5
nor3_1 | 7 | 35.0
o31ai_1 | 3 | 22.5
nor2_1 | 20 | 75.1
o21bai_1 | 5 | 37.5
a211o_1 | 3 | 26.3
[power breakdown]
| part | switching (mW) | internal, mW | leakage (nW) | total [mW] |
|---|---|---|---|---|
| Combinational | 0.0438 | 0.0627 | 1.21 | 0.107 |
| Sequential | 0 | 0 | 0 | 0 |
| Clock | 0 | 0 | 0 | 0 |
[cell type report]
class | instances | area, um^2 | area share
Timing Repair Buffer | 98 | 981 | 0.340
Tap cell | 75 | 93.8 | 0.0325
Multi-Input combinational cell | 247 | 1780 | 0.618
Inverter | 7 | 26.3 | 0.00911
Power figures rest on the tool's default switching activity, not on a simulated workload.
