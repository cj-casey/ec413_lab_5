===== design/flow/run.sh =====
#!/bin/bash
# OpenROAD 26Q1-2900-gdf79404cd8, Yosys 0.63+post, stock flow scripts
make -C /OpenROAD-flow-scripts/flow DESIGN_CONFIG=/design/flow/config.mk WORK_HOME=/design/flow/orfs finish

===== design/flow/design.v =====
`timescale 1ns / 1ps
module AND2 (
    output Z,
    input A,
    input B
    );
    wire w1;
    nand u0(w1,A,B);
    nand u1(Z,w1,w1);
endmodule
`timescale 1ns / 1ps
module AND3 (
    output Z,
    input A,
    input B,
    input C
    );
    wire w1;
    AND2 a1(w1,A,B);
    AND2 a2(Z,w1,C);
endmodule
`timescale 1ns / 1ns
module FA_str(c_out, sum, a, b, c_in);
input		a, b, c_in;  
output	c_out, sum;  
wire		not_a, not_b, not_c;
wire		and1_out, and2_out, and3_out, and4_out;
wire		and5_out, and6_out, and7_out, and8_out;
NOT	   not1		(not_a, a);
NOT	   not2		(not_b, b);
NOT		not3		(not_c, c_in);
AND3			and1		(and1_out, a, not_b, not_c);
AND3			and2		(and2_out, not_a, b, not_c);
AND3			and3		(and3_out, not_a, not_b, c_in);
AND3			and4		(and4_out, a, b, c_in);
OR4				or1		(sum, and1_out, and2_out, and3_out, and4_out);
AND2			and5		(and5_out, a, b);
AND2			and6		(and6_out, b, c_in);
AND2			and7		(and7_out, a, c_in);
AND3			and8		(and8_out, a, b, c_in);
OR4			or2		(c_out, and5_out, and6_out, and7_out, and8_out);
endmodule
`timescale 1ns / 1ps
module NOT #(parameter WIDTH = 1)(
    output [WIDTH-1:0] Z,
    input  [WIDTH-1:0] A
    );
    generate
    genvar i;
    for(i = 0; i < WIDTH; i = i+1) begin
    nand u0(Z[i],A[i],A[i]);
    end
    endgenerate
endmodule
`timescale 1ns / 1ps
module OR4(
    output Z,  
    input A,
    input B,
    input C,
    input D
    );
    wire a1,a2,b1,b2,c1,c2;
    wire w1,w2,w3;
    nand u0(a1,A,A);
    nand u1(a2,B,B);
    nand u2(w1,a1,a2);
    nand u3(b1,w1,w1);
    nand u4(b2,C,C);
    nand u5(w2,b1,b2);
    nand u6(c1,w2,w2);
    nand u7(c2,D,D);
    nand u8(Z, c1,c2);
endmodule
`timescale 1ns / 1ps
module adder_p #(parameter SIZE = 32) (
    input [SIZE-1:0] A,
    input [SIZE-1:0] B,
    input cin,
    output [SIZE-1:0] SUM,
    output cout,
    output ZERO_FLAG,
    output OVERFLOW_FLAG
    );
    wire [SIZE-1:0] c;
    wire overflow1,overflow2;
    generate 
    genvar i;
         for(i = 0; i < SIZE;i = i+1) begin
             if(i == 0) begin
             FA_str u0(.c_out(c[i]), .sum(SUM[i]), .a(A[i]), .b(B[i]), .c_in(cin));
             end
             else if(i == SIZE-1) begin
             FA_str u1(.c_out(cout), .sum(SUM[i]), .a(A[i]), .b(B[i]), .c_in(c[i-1]));
             end
             else
             begin
             FA_str u2(.c_out(c[i]), .sum(SUM[i]), .a(A[i]), .b(B[i]), .c_in(c[i-1]));
             end
             end
    endgenerate
    assign ZERO_FLAG = (SUM == 0) ? 1'b1:1'b0;
    AND3 a0(overflow1,A[SIZE-1],B[SIZE-1],~SUM[SIZE-1]); 
    AND3 a1(overflow2,~A[SIZE-1],~B[SIZE-1],SUM[SIZE-1]);
    assign OVERFLOW_FLAG = overflow1 || overflow2;
endmodule
`timescale 1ns / 1ps
module subtractor_p #(parameter SIZE = 32) (
    input [SIZE-1:0] A,
    input [SIZE-1:0] B,
    input cin,
    output [SIZE-1:0] SUM,
    output cout,
    output ZERO_FLAG,
    output OVERFLOW_FLAG
    );
    wire throw_cout_away;
    adder_p #(SIZE) a0(A,~B+1,cin,SUM,throw_cout_away,ZERO_FLAG,OVERFLOW_FLAG);
    assign cout = 0;
endmodule

===== design/flow/constraint.sdc =====
current_design subtractor_p

set clk_period 13.7
set clk_io_pct 0.2

create_clock -name clk0 -period $clk_period

set non_clock_inputs [all_inputs -no_clocks]
set_input_delay [expr $clk_period * $clk_io_pct] -clock clk0 $non_clock_inputs
set_output_delay [expr $clk_period * $clk_io_pct] -clock clk0 [all_outputs]

===== design/flow/config.mk =====
export PLATFORM = sky130hd
export DESIGN_NAME = subtractor_p
export DESIGN_NICKNAME = subtractor_p
export VERILOG_FILES = /design/flow/design.v
export SDC_FILE = /design/flow/constraint.sdc
export NUM_CORES = 4
export LEC_CHECK = 1
export CORE_AREA = 10 10 109 109
export DIE_AREA = 0 0 119 119

==> flow_summary.json <==
{
  "setup.worst_path.class": "primary input to output port",
  "holdPathEnd": "ZERO_FLAG",
  "core-area_um2": 9640,
  "antenna_left": 0,
  "fp_util_pct": 19.1,
  "drt_wl_total_um": 6350,
  "yosysSeqAreaShare_pct": 0,
  "firstDrtPassIters": 4,
  "grt_pass1_vias": 1961,
  "antennaDiodeCount": 0,
  "max_freq_ghz": 0.0569,
  "cp_top_family": "adder cells",
  "hold_start": "cin",
  "violations": "setup timing",
  "hp-class": "primary input to output port",
  "yosys_area_um2": 1840,
  "grt_pass1_wl_um": 9980,
  "avgSynthCellArea_um2": 7.86,
  "chipWidth_um": 119,
  "met3_usage_pct": 2.59,
  "clkbuf_count": 0,
  "drc": 0,
  "whs_path_depth": 6,
  "seq_cell_count": 0,
  "dr.first_iter.drc_count": 86,
  "grt_use_met2_pct": 15.8,
  "drt-wirelength-per-cell_um": 13.5,
  "end_kind": "output port",
  "die_y_um": 119,
  "yosys_warnings": 0,
  "leakagePower_nw": 1.37,
  "fin_ws_ns": -3.86,
  "chipArea_um2": 14200,
  "crit_slowest_cell": "fa_2",
  "vias": 1743,
  "tightest_slew_ns": 0.540,
  "drive_gt1_share_pct": 32.9,
  "cpMostUsedCell": "fa_2",
  "hold_viol_final": 0,
  "area_delta_synth_final_pct": 68.7,
  "final_max_slew_viol_count": 0,
  "grt_usage_pct": 8.75,
  "portBuffers": 99,
  "max_stage_delay_ns": 0.43,
  "place_area_um2": 3110,
  "maxCapViolCount": 0,
  "relSlewSlack_pct": 63.6,
  "finalClockPeriodUsage_pct": 128,
  "grt_max_degree": 8,
  "peakVddDrop_uv": 15.8,
  "required_ns": 10.96,
  "critPathBufInv": 5,
  "final_cell_area_um2": 3100,
  "power_density_nw_per_um2": 43.0,
  "syn_inst": 234,
  "hpwl_um": 6050,
  "total_power_mw": 0.133,
  "outcome": "finished, violations left",
  "drt-vias-per-instance": 3.71,
  "crit_path_max_fanout": 3,
  "warnings": 35,
  "io_pins": 100,
  "row_count": 36,
  "grtUsageMet1_pct": 10.5,
  "gp_congestion": 0.901,
  "antenna_found_initial": 0,
  "rsz0062_at_grt": "yes",
  "fin_setup_tns_ns": -27.72,
  "grt_busiest_layer": "met2",
  "crit_arrival_ns": 14.82,
  "finalSetupViolCount": 13,
  "yosys_cells": 234,
  "synth.distinct_cells": 32,
  "timing.final.crit_period_ns": 17.56,
  "synth_area_um2": 1840,
  "grt_overflow": 0,
  "start_kind": "primary input",
  "regArea_um2": 0
}
## what timing repair did
| item | CTS | global route |
|---|---|---|
| hold buffers | 0 | 0 |
| endpoints found under the setup margin | 15 | 14 |
| setup buffers | 2 | 4 |
| resized | 66 | 19 |
| pin swaps | 1 | 7 |
## synth_stat cells (2+ instances only)
cell type,n,area share (%)
xor2_1,16,7.6
fa_1,31,34
nor4_1,8,2.7
inv_1,64,13
or4_1,2,0.82
nor2_1,13,2.7
buf_4,33,13
or3_1,3,1.0
nor4b_1,2,0.95
nor3_1,10,2.7
nand3_1,2,0.54
xnor2_1,13,6.2
nand2_1,12,2.4
nand2b_1,2,0.68
nand4_1,6,2.0
## power breakdown
part,switching (mW),internal (mW)
combinational,0.0498,0.0836
sequential,0,0
clock,0,0
## worst max path at each step
stage                 cells after the start  slack, ns         to  start
after CTS                                39      -4.00  ZERO_FLAG   B[0]
after global routing                     39      -4.18  ZERO_FLAG   B[0]
final                                    39      -3.86  ZERO_FLAG   B[0]
## logic make-up (layout without fill, tap and decap cells)
| kind of cell | after synthesis | after routing | share of synthesized area, % |
|---|---|---|---|
| AND-OR/OR-AND | 1 | 1 | 0.272 |
| XOR/XNOR | 30 | 30 | 15.0 |
| buffers and inverters | 98 | 201 | 26.7 |
| AND/OR/NAND/NOR | 71 | 71 | 22.8 |
| adder cells (fa/ha/maj) | 32 | 32 | 34.4 |
| multiplexers | 1 | 1 | 0.544 |
| other | 1 | 1 | 0.204 |
## layout make-up
cell class | instances | area, um2
fillers | 1009 | 6540
inverters | 64 | 253
multi-input cells | 136 | 1450
well taps | 133 | 166
repair buffers | 137 | 1230
## through the flow
stage	worst slack, ns	util (%)	hold slack (ns)	instances
after global routing	-4.18	32.2	6.27	470
after CTS	-4.00	31.9	6.24	467
after floorplan	-3.09	-	5.61	234
after detailed placement	-4.53	32.3	6.54	467
final	-3.86	32.2	6.20	470
after global placement	-4.48	32.3	6.52	467
## layout by cell type, fill, tap and decap left out, types with 6 or more instances in the layout
cell / netlist / layout
nand4_1: 6 / 6
xor2_1: 16 / 16
clkdlybuf4s50_1: 0 / 80
buf_6: 0 / 7
nor2_1: 13 / 13
xnor2_1: 13 / 13
nand2_1: 12 / 12
nor4_1: 8 / 7
buf_2: 0 / 11
nor3_1: 10 / 10
buf_4: 33 / 32
fa_2: 0 / 31
inv_2: 0 / 11
inv_1: 64 / 51
## per-layer routing
metal,share of wire (%),vias up
li1,-,880
met3,7.4,2
met1,40,810
met4,0.57,0
met2,52,51
met5,0,-
Power figures rest on the tool's default switching activity, not on a simulated workload.
