==> design.v <==
`timescale 1ns / 1ps
module subtractor_verify #(parameter SIZE = 32) (
    input [SIZE-1:0] A,
    input [SIZE-1:0] B,
    input cin,
    output [SIZE-1:0] SUM,
    output cout
    );
   assign {cout,SUM} = A - B + cin;
endmodule
==> run.sh <==
#!/bin/bash
# OpenROAD 26Q1-2900-gdf79404cd8, Yosys 0.63+post, stock flow scripts
make -C /OpenROAD-flow-scripts/flow DESIGN_CONFIG=/design/flow/config.mk WORK_HOME=/design/flow/orfs finish
==> config.mk <==
export PLATFORM = sky130hd
export DESIGN_NAME = subtractor_verify
export DESIGN_NICKNAME = subtractor_verify
export VERILOG_FILES = /design/flow/design.v
export SDC_FILE = /design/flow/constraint.sdc
export NUM_CORES = 4
export LEC_CHECK = 1
export CORE_UTILIZATION = 40
==> constraint.sdc <==
current_design subtractor_verify

set clk_period 19.5
set clk_io_pct 0.2

create_clock -name clk0 -period $clk_period

set non_clock_inputs [all_inputs -no_clocks]
set_input_delay [expr $clk_period * $clk_io_pct] -clock clk0 $non_clock_inputs
set_output_delay [expr $clk_period * $clk_io_pct] -clock clk0 [all_outputs]
==> Changelog: implementation <==
### Implementation results

- Status: completed
- Number of fill cells: 568
- WL final: 6.376 mm
- Max Freq: 89.85 MHz
- Classification of the worst-slack hold path: in2out
- Met3 WL: 356 um
- Min-delay src: A[0]
- Hold depth: 3
- IO Pins: 98
- Initial Util: 0.4242
- Worst-path maximum fanout: 4
- Slew Limit Fails: 0
- Flops: 0
- CP startpoint kind: input port
- Final count of hold timing violations: 0
- GR Overflow Total: 0
- Total Routing Usage GR: 0.1908
- Cell Area, Synth: 2571 um2
- Fraction of layout cells with a size suffix above 1: 0.03341
- Vias: 2,751
- Synth-to-Final Area Change: 39.32%
- I/O Buffers: 98
- Req. time, crit path: 15.60 ns
- Starting DRT DRC Count: 111
- YS chip area: 2571 um2
- Worst rel slew slack: 0.5224
- Top cells excl fill/tap: clkdlybuf4s50_1, ha_1, inv_1
- Vias per cell: 5.250
- First-pass GRT wire length: 10.28 mm
- Die height: 82.18 um
- # rows: 28
- Setup Viol. Count Final: 0
- Length of routed met2 wiring: 2.892 mm
- Dpl hpwl: 5.621 mm
- Log Warnings: 33
- RSZ-0062 raised after global routing: false
- # Max-Cap Violations: 0
- Power share of the combinational group: 1.000
- Diode count: 0
- Yosys synthesis warning count: 0
- Setup crit end kind: output pin
- CTS Hold Bufs: 0
- Die area: 6753 um2
- Sequential area share after synthesis: 0
- Flop area: 0 um2
- Worst path max stage delay: 0.45 ns
- Highest routed layer: met4
- Slowest CP cell: clkdlybuf4s50_1
- Hold Path End: SUM[0]
- P_sw: 62.01 uW
- MI comb area: 2350 um2
- Postcts setup bufs: 0
- GPL Wtd Cong: 0.8870
- Layout Utilization: 0.5910
- P per Cell Area: 40.00 nW/um2
- Mapped Cells: 365
- Met1 Wirelength: 3.106 mm
- Drt first pass iters: 4
- Die X: 82.18 um
- Net Sw Frac: 0.4327
- Number of global-route vias before repair: 2,439
- DR DRC count: 0
- Clkbuf count: 0
- Crit Path Class: in2out
- Post-CTS sizing: 0
- Int Pwr: 81.30 uW
- Setup TNS: 0 ns
- WP data arrival: 7.23 ns
- Leak: 1.706 nW
- Crit-path cells: clkdlybuf4s50_1, inv_1, ha_1, inv_1, ha_1, fa_1, a211o_1, a211oi_2, or3_4, a311oi_4, or3_1, and3_1, clkdlybuf4s50_1
- Min Clock Period, post-route: 11.13 ns
- Detail Route Antenna Nets: 0
- Worst-margin pin slew: 0.7149 ns
- Routed wire length per instance: 12.17 um
- # Cells Yosys: 365
- Antenna violations before repair: 0
- Sequential power share: 0
- VDD IR-drop max: 20.52 uV
- Clock share of power: 0
- Dominant logic cell type in the layout: clkdlybuf4s50_1
- Post-synth cell types: 53
- Avg Cell Area, Syn: 7.044 um2
- Core Region: 6061 um2
- Largest net degree at the start of global routing: 11
- Crit share post-route: 0.5708
==> cell usage after synthesis (2+ instances only) <==
cell type  count  share of area
o211ai_1       8          0.023
a21oi_1       33          0.064
a221oi_1       4          0.014
o21ai_1        6          0.012
and4_1         2         0.0068
a211oi_2       2         0.0097
or3_1          4         0.0097
o221ai_1       2         0.0068
and3_1         5          0.012
clkbuf_1       5         0.0073
xnor2_1       12          0.041
a21o_1        10          0.029
nor3_1         8          0.016
o21bai_1       2         0.0058
nor2_1        22          0.032
a21boi_1       3         0.0088
a31oi_1        5          0.012
o21ai_0       18          0.035
a21o_2         2         0.0068
ha_1          64           0.31
inv_1         42          0.061
and2_1         2         0.0049
buf_2          9          0.018
nand4_1        4         0.0097
nor2b_1        4         0.0097
nand2_1       34          0.050
nand3_1        8          0.016
xor2_1        13          0.044
o21a_1         4          0.012
a211oi_1       5          0.015
==> cell families after synthesis <==
kind of cell | count (synthesis) | share of synthesized area
compound gates | 116 | 0.3051
mux | 2 | 0.008272
buf+inv | 56 | 0.08613
xor+xnor | 25 | 0.08516
fa+ha+maj | 65 | 0.3192
simple gates | 101 | 0.1961
==> routing by layer <==
layer,up-vias,track usage
met1,1179,0.2710
li1,1498,-
met3,2,0.008919
met4,0,0.007018
met2,72,0.3355
met5,-,0
==> power by group through the flow <==
stage | Combinational (mW) | Sequential [mW] | Clock [mW]
4_1_cts | 0.145 | 0 | 0
5_1_grt | 0.161 | 0 | 0
6_report | 0.143 | 0 | 0
==> area by class of cell <==
cell class / count / area share
Tap cell: 75 / 0.02620
Inverter: 42 / 0.04401
Timing Repair Buffer: 98 / 0.2738
Multi-Input combinational cell: 309 / 0.6560
==> metrics by stage <==
step,hold WS [ns],total power [mW],setup slack [ns],cell area (um2),cells
2_1_floorplan,7.881,0.07842,9.431,2571,365
3_3_place_gp,8.844,0.1438,8.385,3582,524
3_5_place_dp,8.831,0.1436,8.361,3582,524
4_1_cts,8.841,0.1450,8.342,3582,524
5_1_grt,8.854,0.1605,8.178,3582,524
6_report,8.835,0.1433,8.370,3582,524
==> worst max-delay path, delay by kind of cell <==
family / cells / cell delay [ns]
AND/OR/NAND/NOR: 3 / 0.76
adder cells (fa/ha/maj): 3 / 0.90
buffers and inverters: 4 / 0.93
AND-OR/OR-AND: 3 / 0.77
==> worst max-delay path by stage <==
stage	end	start	slack, ns	cells past startpoint
4_1_cts	SUM[30]	cin	8.34	13
5_1_grt	SUM[26]	cin	8.18	13
6_report	SUM[30]	cin	8.37	13
No activity file was given, so power comes from the tool's default toggle rates.
